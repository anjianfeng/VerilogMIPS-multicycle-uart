### /design/flow/design.v
module RF( A1, A2, A3, WD, clk, RFWr, RD1, RD2 );
   input  [4:0]  A1, A2, A3;
   input  [31:0] WD;
   input         clk;
   input         RFWr;
   output [31:0] RD1, RD2;
   reg [31:0] rf[31:0];
   integer i;
   initial begin
       for (i=0; i<32; i=i+1)
          rf[i] = 0;
   end
   always @(posedge clk) begin
      if (RFWr)
         rf[A3] <= WD;
		// synthesis translate_off	
         $display("R[00-07]=%8X, %8X, %8X, %8X, %8X, %8X, %8X, %8X", 0, rf[1], rf[2], rf[3], rf[4], rf[5], rf[6], rf[7]);
         $display("R[08-15]=%8X, %8X, %8X, %8X, %8X, %8X, %8X, %8X", rf[8], rf[9], rf[10], rf[11], rf[12], rf[13], rf[14], rf[15]);
         $display("R[16-23]=%8X, %8X, %8X, %8X, %8X, %8X, %8X, %8X", rf[16], rf[17], rf[18], rf[19], rf[20], rf[21], rf[22], rf[23]);
         $display("R[24-31]=%8X, %8X, %8X, %8X, %8X, %8X, %8X, %8X", rf[24], rf[25], rf[26], rf[27], rf[28], rf[29], rf[30], rf[31]);
		// synthesis translate_on
   end  
   assign RD1 = (A1 == 0) ? 32'd0 : rf[A1];
   assign RD2 = (A2 == 0) ? 32'd0 : rf[A2];
endmodule
### /design/flow/run.sh
#!/bin/bash
# OpenROAD 26Q1-2900-gdf79404cd8, Yosys 0.63+post, stock flow scripts
make -C /OpenROAD-flow-scripts/flow DESIGN_CONFIG=/design/flow/config.mk WORK_HOME=/design/flow/orfs finish
### /design/flow/config.mk
export PLATFORM = sky130hd
export DESIGN_NAME = RF
export DESIGN_NICKNAME = RF
export VERILOG_FILES = /design/flow/design.v
export SDC_FILE = /design/flow/constraint.sdc
export NUM_CORES = 4
export LEC_CHECK = 1
export CORE_UTILIZATION = 50
### /design/flow/constraint.sdc
current_design RF

set clk_period 9.9
set clk_io_pct 0.2

create_clock -name clk0 -period $clk_period [get_ports {clk}]

set non_clock_inputs [all_inputs -no_clocks]
set_input_delay [expr $clk_period * $clk_io_pct] -clock clk0 $non_clock_inputs
set_output_delay [expr $clk_period * $clk_io_pct] -clock clk0 [all_outputs]
==> results.json <==
{
  "via_count": 26870,
  "yosys_most_used_dff": "sky130_fd_sc_hd__edfxtp_1",
  "max-slew-margin-rel_pct": 3.129,
  "wl_um": 152400,
  "wire_length_of_the_first_global_routing_pass_um": 215800,
  "htree_levels": 3,
  "synthDistinctLibCells": 40,
  "clk_pin_slew_worst_paths_ns": 0.06,
  "global_route.usage.total_pct": 37.09,
  "synth.cellmix.adderShare_pct": 0,
  "share_seq_of_total_power_pct": 49.2,
  "run_status": "finished clean",
  "timing.critical_path.to_type": "output port",
  "hold_class": "in -> reg",
  "yosys_cells": 2400,
  "sequential_cell_area_fraction_in_the_yosys_report_pct": 65.48,
  "overflow": 0,
  "top_cells_by_area": "sky130_fd_sc_hd__edfxtp_1 (65%), sky130_fd_sc_hd__mux4_2 (20%), sky130_fd_sc_hd__mux2i_1 (3.9%)",
  "cp_top_family": "buffers and inverters",
  "die_x_um": 308.5,
  "avgSynthCellArea_um2": 19.57,
  "cp_cell_sequence": "buf_6 -> buf_4 -> or3_2 -> buf_4 -> nor3_4 -> buf_4 -> nor3_1 -> clkdlybuf4s50_1",
  "clock_network_power_share_pct": 41.8,
  "hold_viol": 0,
  "cts-resized-gates": 0,
  "routabilityCongestion": 0.9056,
  "p_int_w": 0.007629,
  "core.rowCount": 112,
  "maxCapViolCount": 0,
  "detailedPlacementHpwl_um": 88110,
  "tns_ns": 0,
  "arrival_ns": 6.32,
  "pwr_density_cell_nw_per_um2": 183.7,
  "chip_area_yosys_um2": 46960,
  "netSwitchingFraction_pct": 22.56,
  "timing_limited_maximum_frequency_mhz": 120.5,
  "cts_tree": "built",
  "dieHeight_um": 308.5,
  "synth-async-reset-ratio_pct": 0,
  "critical_path.max_stage_delay_ns": 1.22,
  "final_min_period_over_clock_period_pct": 83.82,
  "critPathSlowestCell": "sky130_fd_sc_hd__nor3_1",
  "timing.final.setup_violations": 0,
  "worstSetupPathType": "in -> out",
  "post_synth_instance_area_um2": 46960,
  "timing.critical_path.from_type": "primary input",
  "number_of_antenna_violations_at_the_first_check_in_global_routing": 2,
  "largest_register_ff_count": 1024,
  "p_switching_w": 0.002223,
  "dr.first_iter.drc_count": 1734,
  "pwr-share-comb_pct": 9.0,
  "worstPathRequired_ns": 7.92,
  "core_area_um2": 93190,
  "viasPerCell": 6.903,
  "postSynthRegisterBits": 1024,
  "rsz0062_at_grt": "false",
  "synth.cellmix.xorXnorShare_pct": 0,
  "synthSimpleGateAreaFrac_pct": 1.940,
  "avgRoutedWirePerCell_um": 39.16,
  "final_cell_count_no_fill": 3892,
  "synth.most_common_cell": "sky130_fd_sc_hd__edfxtp_1",
  "top_logic_kind": "multiplexers",
  "critical-path-top-cell-by-count": "sky130_fd_sc_hd__buf_4",
  "finalMaxSlewViolations": 0,
  "synthCells": 2400,
  "chipArea_um2": 95150,
  "area.growth.synth_to_final_pct": 14.21,
  "buffer_ports.inserted": 112,
  "timing.critical_path.fanout_max": 51,
  "tool_warnings": 26,
  "worst_slew_pin_slew_ns": 1.442,
  "largest_registers": "rf (1024)",
  "top_area_cell": "sky130_fd_sc_hd__edfxtp_1",
  "numPlacedInstances": 3690,
  "grt_pass1_vias": 30160,
  "ys_sh_aoi_pct": 5.409,
  "top_register": "rf",
  "fp-utilization_pct": 50.39,
  "finalWorstPathRequiredPeriod_ns": 8.298,
  "grt_max_degree": 89,
  "design_power_total_w": 0.009851,
  "timing.critical_path.buf_inv": 5,
  "ir_drop_uv": 155.6,
  "clock_tree.root_cell": "sky130_fd_sc_hd__clkbuf_16",
  "cts.hold.buffers_added": 0,
  "cts-buffers-inserted": 109,
  "synth.cells.most_frequent": "sky130_fd_sc_hd__edfxtp_1 (1024), sky130_fd_sc_hd__mux4_2 (425), sky130_fd_sc_hd__mux2i_1 (183)",
  "yosys-mux-area-fraction_pct": 24.86,
  "antenna_violation_net_count_after_detailed_routing": 0,
  "ys_warn_count": 2,
  "dr.pass1.iters": 5,
  "clk_path_buf_depth": 3,
  "edf_count": 1024,
  "synth_largest_type_area_fraction_pct": 65.48,
  "setup_buffers_after_cts": 0,
  "static-leakage-power_nw": 17.24,
  "floorplan.io_pins": 113,
  "drive_gt1_share_pct": 29.31,
  "remaining_drc_errors": 0,
  "clock_sink_count": 1024
}
## final timing paths
kind,startpoint,to,slack (ns),depth (start not counted)
min,WD[6],rf[29][6]$_DFFE_PP_,2.12,2
max,A2[2],RD2[2],1.60,8
## final cells by class
class / instances / area, µm²
antenna: 1 / 2.502
fill: 6612 / 39560
inverter: 25 / 96.34
timing repair buffer: 237 / 2207
clock buffer: 127 / 2838
tap: 1254 / 1569
multi-input combinational: 1150 / 15410
clock inverter: 74 / 757.0
sequential: 1024 / 30750
## per-layer routing
metal	GRT usage [%]	vias up	wire length [µm]
li1	-	10720	-
met1	43.03	13410	44070
met2	49.79	2352	67930
met3	34.88	369	34040
met4	10.74	16	5781
met5	5.375	-	596
## power by group through the flow
stage	sequential [W]	clock, W	combinational [W]
CTS	0.00485	0.00416	0.000876
global route	0.00485	0.00431	0.000939
finish	0.00485	0.00411	0.000891
## through the flow
step	hold slack, ns	setup WS [ns]	util, %	instance area (µm²)
6_report	2.116	1.602	57.55	53630
5_1_grt	2.130	1.621	57.55	53630
4_1_cts	2.080	1.818	57.55	53630
3_5_place_dp	2.813	1.831	53.69	50040
3_3_place_gp	2.795	1.903	53.69	50040
2_1_floorplan	2.079	4.372	-	46960
## cells by family after synthesis
logic type / after synthesis
compound gates: 331
buf+inv: 226
flops: 1024
mux: 632
simple gates: 187
## placed cells by master, fill, tap and decap left out, drive strengths merged, types with 2 or more instances in the layout
cell type and instances:
edfxtp 1024, mux4 425, mux2i 183, buf 132, clkbuf 127, clkdlybuf4s50 105, nand2 65, a22o 62
o22ai 55, clkinv 52, a211oi 47, a21oi 46, nor2 35, nor3 33, o221ai 31, a2111oi 31
inv 30, mux2 24, a221oi 23, a211o 23, bufinv 15, and2 13, a32o 9, nor4 9
nor2b 8, nand3b 7, or3b 5, nand3 4, nand2b 3, clkinvlp 2, or3 2
No activity file was given, so power comes from the tool's default toggle rates.
