==> design/flow/design.v <==
module NPC( PC, NPCOp, IMM, NPC, Zero, instr, A );
   input  [31:2] PC;
   input  [1:0]  NPCOp;
   input  [25:0] IMM;
   output [31:2] NPC;
   input Zero;
   input [31:0] instr;
   input [31:0] A;
   reg [31:2] NPC;
   always @(*) begin
      NPC = PC + 1;
      case (NPCOp)
          2'b00: NPC = PC + 1;
          2'b01: 
            if (Zero==1'b1)
                NPC = PC + {{14{IMM[15]}}, IMM[15:0]};
            else
                NPC = PC + 1;
          2'b10: begin
            NPC = {PC[31:28], IMM[25:0]};
            if (
                ((instr[31:26]==6'b000000)&&(instr[5:0]==6'b001000))
                ||
                ((instr[31:26]==6'b000000)&&(instr[5:0]==6'b001001))
                )
                NPC = {2'b00, A[31:2]};
          end
          default: ;
      endcase
   end  
endmodule
==> design/flow/run.sh <==
#!/bin/bash
# OpenROAD 26Q1-2900-gdf79404cd8, Yosys 0.63+post, stock flow scripts
make -C /OpenROAD-flow-scripts/flow DESIGN_CONFIG=/design/flow/config.mk WORK_HOME=/design/flow/orfs finish
==> design/flow/config.mk <==
export PLATFORM = sky130hd
export DESIGN_NAME = NPC
export DESIGN_NICKNAME = NPC
export VERILOG_FILES = /design/flow/design.v
export SDC_FILE = /design/flow/constraint.sdc
export NUM_CORES = 4
export LEC_CHECK = 1
export CORE_UTILIZATION = 50
==> design/flow/constraint.sdc <==
current_design NPC

set clk_period 11.9
set clk_io_pct 0.2

create_clock -name clk0 -period $clk_period

set non_clock_inputs [all_inputs -no_clocks]
set_input_delay [expr $clk_period * $clk_io_pct] -clock clk0 $non_clock_inputs
set_output_delay [expr $clk_period * $clk_io_pct] -clock clk0 [all_outputs]
==> impl_metrics.xml <==
<?xml version="1.0" encoding="UTF-8"?>
<metrics>
  <group name="final_layout">
    <metric name="postLayoutCoreUtil" unit="">0.731</metric>
    <metric name="area.growth.synth_to_final" unit="%">39.9</metric>
    <metric name="seqCellArea" unit="µm²">0</metric>
    <metric name="proportion_of_layout_cells_with_a_drive_suffix_above_1" unit="">0.0392</metric>
    <metric name="fillCellCount" unit="">497</metric>
    <metric name="layout.clock_buffers" unit="">0</metric>
    <metric name="ff_count" unit="">0</metric>
  </group>
  <group name="min_path">
    <metric name="holdPathStages" unit="">4</metric>
    <metric name="timing.hold.worst_endpoint" unit="">NPC[5]</metric>
    <metric name="holdCritPathClass" unit="">primary input to output pin</metric>
    <metric name="worst_hold_startpoint" unit="">A[5]</metric>
  </group>
  <group name="grt">
    <metric name="global_route_layer_with_the_greatest_usage" unit="">met2</metric>
    <metric name="antenna_found_initial" unit="">0</metric>
    <metric name="met3_usage" unit="">0.0194</metric>
    <metric name="grtUsageMet2" unit="">0.522</metric>
    <metric name="globalRouteOverflowTotal" unit="">0</metric>
    <metric name="track_usage" unit="">0.315</metric>
    <metric name="grt_max_degree" unit="">21</metric>
    <metric name="grt_pass1_vias" unit="">3411</metric>
    <metric name="grt_first_pass_wirelength" unit="mm">16.2</metric>
    <metric name="use_met1" unit="">0.456</metric>
  </group>
  <group name="yosys">
    <metric name="synth.avg_cell_area" unit="µm²">6.96</metric>
    <metric name="netlist_instances" unit="">450</metric>
    <metric name="yosys_cells" unit="">450</metric>
    <metric name="synthDistinctLibCells" unit="">66</metric>
    <metric name="synth_seq_share" unit="">0</metric>
    <metric name="synth.yosys.chip_area" unit="µm²">3130</metric>
    <metric name="post_synth_instance_area" unit="µm²">3130</metric>
    <metric name="synthesis.yosys.warnings" unit="">1</metric>
  </group>
  <group name="route">
    <metric name="drt_iter0_markers" unit="">208</metric>
    <metric name="via_per_inst" unit="">6.07</metric>
    <metric name="drt-total-wl" unit="mm">10.2</metric>
    <metric name="drt-pass1-iter-count" unit="">5</metric>
    <metric name="post_drt_wl_per_cell" unit="µm">16.1</metric>
    <metric name="antenna_left" unit="">0</metric>
    <metric name="routed-via-count" unit="">3863</metric>
    <metric name="drcViolationCount" unit="">0</metric>
    <metric name="insertedDiodeCount" unit="">0</metric>
  </group>
  <group name="critical_path">
    <metric name="critPathCaptureType" unit="">output pin</metric>
    <metric name="timing_worst_setup_path_type" unit="">primary input to output pin</metric>
    <metric name="cp-start-kind" unit="">primary input</metric>
    <metric name="critical_path_arrival" unit="ns">5.85</metric>
    <metric name="critical_path.max_fanout" unit="">16</metric>
    <metric name="critical_path.startpoint" unit="">IMM[15]</metric>
    <metric name="cp_data_required_time" unit="ns">9.52</metric>
  </group>
  <group name="die">
    <metric name="design.portCount" unit="">153</metric>
    <metric name="die_area" unit="µm²">6580</metric>
    <metric name="fp.coreArea" unit="µm²">5990</metric>
    <metric name="die-height" unit="µm">81.1</metric>
    <metric name="placementRows" unit="">28</metric>
    <metric name="floorplan.core_util" unit="">0.523</metric>
    <metric name="die.size.x" unit="µm">81.1</metric>
  </group>
  <group name="sta">
    <metric name="setup-violations-final" unit="">0</metric>
    <metric name="achievable-frequency" unit="MHz">122</metric>
    <metric name="rsz_0062_raised_after_global_routing" unit="">false</metric>
    <metric name="shortest_period_the_worst_path_allows" unit="ns">8.23</metric>
    <metric name="final.period_utilization" unit="">0.691</metric>
    <metric name="slew_headroom" unit="">0.400</metric>
    <metric name="totalNegativeSetupSlack" unit="ns">0</metric>
    <metric name="hold_viol" unit="">0</metric>
    <metric name="hold_slack" unit="ns">5.78</metric>
    <metric name="final_max_slew_viol_count" unit="">0</metric>
    <metric name="tightest_pin_transition" unit="ns">0.900</metric>
  </group>
  <group name="pwr">
    <metric name="leakage_dissipation" unit="nW">1.86</metric>
    <metric name="power-per-cell-area" unit="nW/µm²">44.2</metric>
    <metric name="power.ir.vdd_worst" unit="mV">0.0236</metric>
    <metric name="fin_total_pwr" unit="W">0.000193</metric>
  </group>
  <group name="clock_tree">
    <metric name="cts_hold_repair.buffers" unit="">0</metric>
    <metric name="post_cts_buffers" unit="">0</metric>
    <metric name="post_cts_resize_count" unit="">0</metric>
  </group>
  <group name="status">
    <metric name="outcome" unit="">finished, final reports clean</metric>
  </group>
  <group name="run">
    <metric name="drv.max_cap_violation_count" unit="">0</metric>
    <metric name="log.warning_count" unit="">57</metric>
  </group>
  <group name="place">
    <metric name="gp_routability_congestion" unit="">0.950</metric>
    <metric name="port-buffer-count" unit="">130</metric>
    <metric name="dpl.hpwl" unit="mm">8.39</metric>
  </group>
</metrics>
[worst max-delay path, cell delays in order]
cell	delay, ns
clkdlybuf4s50_1	0.77
ha_1	0.57
a21o_1	0.23
a221oi_1	0.28
o21ai_0	0.28
or3_1	0.39
o21bai_2	0.13
xnor2_1	0.11
o221ai_1	0.18
clkdlybuf4s50_1	0.50
[layout by cell type (no fill, tap or decap), types with 3 or more instances in the layout]
cell type	Yosys	final
a211oi_1	3	3
a21o_1	8	8
a21oi_1	38	38
a22oi_1	6	6
a31oi_1	6	6
and2_1	3	3
and3_1	10	10
clkdlybuf4s50_1	0	130
ha_1	32	32
inv_1	16	16
mux2_2	6	6
mux2i_1	23	23
nand2_1	52	52
nand3_1	15	14
nand4_1	8	8
nor2_1	34	34
nor3_1	6	6
nor4_1	4	4
o211ai_1	6	6
o21a_1	3	3
o21ai_0	29	29
o21bai_1	4	4
o221ai_1	16	16
o22ai_1	6	6
or3_1	3	3
xnor2_1	31	31
xor2_1	23	23
[synthesized netlist by cell type (2+ instances only)]
library cell      n  area, µm²
o221ai_1         16        140
o21bai_1          4       30.0
o21ai_1           2       10.0
nand3_1          15       75.1
a21o_1            8       60.1
nor3b_1           2       15.0
a31o_2            2       17.5
buf_6             2       22.5
a31oi_1           6       37.5
a221oi_1          2       17.5
ha_1             32        400
a21oi_1          38        190
nand2b_1          2       12.5
o21ai_0          29        145
o211a_1           2       20.0
xor2_1           23        201
o21a_1            3       22.5
a22oi_1           6       45.0
xnor2_1          31        272
nor4_1            4       25.0
o211ai_1          6       45.0
buf_4             2       15.0
or3_1             3       18.8
clkbuf_8          3       41.3
a211oi_1          3       22.5
nor3_1            6       30.0
nor2_1           34        128
a21boi_0          2       15.0
mux2i_1          23        230
clkbuf_1          7       26.3
and2_1            3       18.8
nand4_1           8       50.1
clkdlybuf4s15_2   2       22.5
inv_1            16       60.1
mux2_2            6       67.6
and3_1           10       62.6
o22ai_1           6       37.5
nand2_1          52        195
nand2_2           2       12.5
[layer usage]
| layer | share of wire | up-vias |
|---|---|---|
| met5 | 0 | - |
| li1 | - | 1914 |
| met4 | 0.014 | 0 |
| met3 | 0.085 | 15 |
| met2 | 0.45 | 192 |
| met1 | 0.45 | 1742 |
[metrics by stage]
stage	std cells	cell area [µm²]	setup slack, ns
floorplan	450	3130	5.24
global placement	636	4380	3.72
detailed placement	636	4380	3.74
CTS	636	4380	3.73
global route	636	4380	3.48
finish	636	4380	3.67
[cell families after synthesis]
logic type      Yosys count  synth area share
compound gates          150             0.327
simple gates            147             0.220
xor+xnor                 54             0.151
buf+inv                  37            0.0719
fa+ha+maj                33             0.134
mux                      29            0.0951
[worst max path at each step]
stage	cells after the start	to	slack, ns
CTS	10	NPC[30]	3.73
finish	10	NPC[30]	3.67
global route	10	NPC[28]	3.48
[power breakdown]
part / switching, W / internal, W
sequential: 0 / 0
combinational: 0.0000908 / 0.000103
clock: 0 / 0
total: 0.0000908 / 0.000103
[area by class of cell]
| class | count | area (µm²) | area share |
|---|---|---|---|
| inverter | 16 | 60.1 | 0.0137 |
| timing repair buffer | 132 | 1320 | 0.300 |
| multi-input combinational | 413 | 2910 | 0.664 |
| tap | 75 | 93.8 | 0.0214 |
Power is estimated from default activity; no workload was simulated.
