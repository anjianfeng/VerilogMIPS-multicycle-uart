### flow/config.mk
export PLATFORM = sky130hd
export DESIGN_NAME = alu
export DESIGN_NICKNAME = alu
export VERILOG_FILES = /design/flow/design.v
export SDC_FILE = /design/flow/constraint.sdc
export NUM_CORES = 4
export LEC_CHECK = 1
export CORE_UTILIZATION = 40
### flow/constraint.sdc
current_design alu

set clk_period 23.3
set clk_io_pct 0.2

create_clock -name clk0 -period $clk_period

set non_clock_inputs [all_inputs -no_clocks]
set_input_delay [expr $clk_period * $clk_io_pct] -clock clk0 $non_clock_inputs
set_output_delay [expr $clk_period * $clk_io_pct] -clock clk0 [all_outputs]
### flow/design.v
module alu(A, B, ALUOp, C, Zero);
   input  signed [31:0] A, B;
   input  signed [4:0]  ALUOp;
   output signed [31:0] C;
   output 				Zero;
   reg [31:0] C;
   always @( A or B or ALUOp ) begin
      C = B;    
      case ( ALUOp )
          5'b00000:  C = B;                         
		      5'b00010:  C = A + B;                     
          5'b00001: C = A + B;                     
		      5'b00100:  C = A - B;                     
          5'b00011: C = A - B;                     
          5'b00101:  C = A & B;                     
          5'b00110:   C = A | B;                     
          5'b01000:  C = A ^ B;                     
		      5'b00111:  C = ~(A | B);                  
          5'b10001:  C = (B << A[4:0]);             
          5'b10010:  C = (B >> A[4:0]);	            
          5'b01001:  C = (A < B) ? 32'd1 : 32'd0;   
          5'b01010: C = ({1'b0, A} < {1'b0, B}) ? 32'd1 : 32'd0;  
          5'b01011:  C = (A == B) ? 32'd1 : 32'd0;  
          5'b01100:  C = (A != B) ? 32'd1 : 32'd0;  
          5'b01101:  C = (A >  0) ? 32'd1 : 32'd0;  
          5'b01110:  C = (A >= 0) ? 32'd1 : 32'd0;  
          5'b01111:  C = (A <  0) ? 32'd1 : 32'd0;  
          5'b10000:  C = (A <= 0) ? 32'd1 : 32'd0;  
          5'b10011: begin                           
  			    if (B[31])
  			      C ={32'hFFFFFFFF,B} >> A[4:0];
  			    else
  			      C =(B >> A[4:0]);
          end                             
          default:   C = 32'd0;                	    
      endcase
   end  
   assign Zero = C[0];
endmodule
### flow/run.sh
#!/bin/bash
# OpenROAD 26Q1-2900-gdf79404cd8, Yosys 0.63+post, stock flow scripts
make -C /OpenROAD-flow-scripts/flow DESIGN_CONFIG=/design/flow/config.mk WORK_HOME=/design/flow/orfs finish
==> deck_impl_summary.md <==
Run Summary

Global route
  – Number of global-route vias before repair: 10600
  – Routing usage on met3: 9.71%
  – GRT busiest layer: met2
  – Initial antenna violation count: 1
  – Gr usage total: 40.2%
  – Met2 usage: 66.1%
  – First-pass GRT wire length: 69.0 mm
  – Largest net degree at the start of global routing: 64
  – M1 GR Usage: 50.9%
  – Total gr overflow: 0

Critical path
  – CP cell instances: clkdlybuf4s50_1 -> buf_4 -> inv_1 -> ha_1 -> o211ai_1 -> o21ai_0 -> a21oi_1 -> o41ai_1 -> a21oi_1 -> o22ai_1 -> a41o_1 -> o221ai_1 -> a22o_1 -> clkdlybuf4s50_1
  – Critical path capture point type: output pin
  – Crit path largest cell delay: 0.66 ns
  – Highest net fanout along the worst path: 33
  – WP data arrival: 9.62 ns
  – CP Data Required Time: 18.64 ns
  – WP buf/inv: 4
  – Worst setup SP type: input port
  – Cell depth of the worst setup path: 14
  – Slowest stage cell, crit path: ha_1
  – Critical Setup Path Class: in2out
  – Delay-heaviest family, CP: AND-OR/OR-AND gates

Floorplanning
  – Placeable Area: 22000 um2
  – Vertical die size: 152 um
  – Core Rows: 54
  – Die area: 23200 um2
  – Horiz. Die Dim: 152 um
  – FP Core Util: 41.1%
  – I/O Pins: 102

Power
  – Power Density: 24.5 nW/um2
  – Internal power: 0.0000962 W
  – Switching Share: 61.2%
  – VDD IR max: 16.0 uV
  – Sw Pwr: 0.000151 W
  – Leakage power: 4.09 nW

Run
  – Max-cap violations: 0
  – Tool warnings: 104

Placed design
  – Number of I/O port buffers: 102
  – Dpl cell area: 10100 um2
  – Post-DP HPWL: 35.4 mm
  – Gpl congestion: 1.03
  – Pre-CTS setup slack: 9.12 ns

Logic synthesis
  – Cell Area, Synth: 9050 um2
  – Post-synthesis sequential area ratio: 0%
  – Ys cells: 1319
  – Syn Inst Count: 1319
  – Unique cell types: 89
  – Avg Synthesized Cell Area: 6.86 um2
  – Yosys stat chip area: 9050 um2
  – Synth Warn #: 1

Drt
  – DRC: 0
  – Pre-antenna DRT Iters: 28
  – Total via count after detailed routing: 11200
  – Starting DRC count in detailed routing: 1295
  – Final ANT Viol Nets: 0
  – Routed len/inst: 28.7 um
  – Drt total wl: 46.2 mm
  – Vias per Instance: 6.96

Clock network
  – Gates resized, CTS repair: 0
  – Cts hold-fix bufs: 0
  – Postcts setup bufs: 0

Timing
  – Fin Setup TNS: 0 ns
  – Setup WS post-layout: 9.02 ns
  – Fin crit period: 14.28 ns
  – Slew @ Worst Pin: 0.996 ns
  – Max Slew Vio Count: 0
  – Final setup vio count: 0
  – Slew Limit Headroom: 33.0%
  – Max Freq: 0.0700 GHz
  – Final Hold Fails: 0
  – Min Hold Slack: 10.40 ns
  – RSZ-0062 raised after global routing: false
  – Final period utilization: 61.3%

Hold path
  – Min-delay src: A[3]
  – Hold Crit Class: in2out
  – Hold Crit Depth: 8
  – Hold EP: C[3]

Layout
  – Clk_buf instances: 0
  – Share of cells above drive strength 1: 8.49%
  – P&R area growth vs syn: 11.8%
  – Final Cell Area: 10100 um2
  – Register area: 0 um2
  – Flops: 0

Run status
  – Status: finished, final reports clean
-- through the flow --
| step | std cells | util (%) | total power [W] |
|---|---|---|---|
| 6_report | 1612 | 45.9 | 0.000248 |
| 5_1_grt | 1611 | 45.9 | 0.000265 |
| 4_1_cts | 1611 | 45.9 | 0.000242 |
| 3_5_place_dp | 1611 | 45.9 | 0.000241 |
| 3_3_place_gp | 1611 | 45.9 | 0.000242 |
| 2_1_floorplan | 1319 | - | 0.000147 |
-- power by group through the flow --
stage	combinational [W]	clock, W	sequential (W)
global route	0.000265	0	0
CTS	0.000242	0	0
-- worst max path at each step --
stage | from | to | slack (ns)
4_1_cts | A[4] | C[31] | 9.10
5_1_grt | A[4] | C[31] | 8.77
6_report | A[4] | C[31] | 9.02
-- layout by cell type (no fill, tap or decap), types with 6 or more instances in the layout --
master	netlist	routed
nor2b_1	11	11
clkdlybuf4s50_1	0	98
o221ai_1	11	11
nand4_1	12	12
a211o_1	13	13
mux2_2	12	12
o31ai_1	12	12
ha_1	104	104
and2_1	7	7
o21ai_0	96	96
o21bai_1	13	13
a21o_1	13	13
mux4_2	45	45
buf_4	8	23
a221o_1	9	9
a21oi_1	136	136
mux2i_1	39	39
or3_1	10	10
a211oi_1	24	23
o22ai_1	9	9
nor4_1	14	12
nor2_1	166	165
nand2_1	102	102
nand2b_1	14	14
o2111ai_1	6	6
inv_1	91	91
nor3_1	27	26
a31oi_1	12	12
a221oi_1	15	15
nand3_1	20	20
a222oi_1	23	23
o21a_1	7	7
o211ai_1	32	32
-- area by class of cell --
| type | count | area [um2] |
|---|---|---|
| Fill cell | 2303 | 11900 |
| Multi-Input combinational cell | 1113 | 8240 |
| Timing Repair Buffer | 124 | 1170 |
| Inverter | 94 | 353 |
| Tap cell | 280 | 350 |
| Antenna cell | 1 | 2.50 |
-- Yosys cell counts (13+ instances only) --
cell type	instances	share of area (%)
a211o_1	13	1.3
mux4_2	45	11
a211oi_1	24	2.0
nand3_1	20	1.1
inv_1	91	3.8
nor2_1	166	6.9
o21bai_1	13	1.1
o211ai_1	32	2.7
a21o_1	13	1.1
a221oi_1	15	1.5
nor3_1	27	1.5
a222oi_1	23	2.5
a21oi_1	136	7.5
mux2i_1	39	4.3
clkbuf_1	63	2.6
nand2b_1	14	0.97
nor4_1	14	0.97
o21ai_0	96	5.3
nand2_1	102	4.2
ha_1	104	14
buf_2	25	1.4
buf_1	14	0.58
-- routing by layer --
metal,routed length [um],up-vias
li1,-,5021
met1,17800,5405
met2,21600,658
met3,4630,126
met4,2210,2
met5,13,-
-- cells by family after synthesis --
| group | synth area share [%] |
|---|---|
| xor gates and xnor gates | 0.678 |
| adders and majority gates | 14.8 |
| buffers and inverters | 9.39 |
| and+or+nand+nor | 20.6 |
| AOI/OAI and AO/OA | 37.4 |
| muxes | 17.0 |
Power is estimated from default activity; no workload was simulated.
